`design/flow/config.mk`:
```
export PLATFORM = sky130hd
export DESIGN_NAME = submodulo_2
export DESIGN_NICKNAME = submodulo_2
export VERILOG_FILES = /design/flow/design.v
export SDC_FILE = /design/flow/constraint.sdc
export NUM_CORES = 4
export LEC_CHECK = 1
export CORE_AREA = 10 10 98 98
export DIE_AREA = 0 0 108 108
```
`design/flow/constraint.sdc`:
```
current_design submodulo_2

set clk_period 5.3
set clk_io_pct 0.2

create_clock -name clk0 -period $clk_period [get_ports {clk}]

set non_clock_inputs [all_inputs -no_clocks]
set_input_delay [expr $clk_period * $clk_io_pct] -clock clk0 $non_clock_inputs
set_output_delay [expr $clk_period * $clk_io_pct] -clock clk0 [all_outputs]
```
`design/flow/design.v`:
```
module submodulo_2 #(
    parameter DEBOUNCE_P =300,
    parameter SWITCH_MODE_MIN_T = 5000
)
(input logic clk,
                    input logic rst,
                    input logic pb,
                    output logic A,
                    output logic B
                    );
logic [15:0] Tp;
enum logic [2:0] {inicial, db, a, b, temp} estado;
logic reg_a, reg_b;
always_ff @(posedge rst, posedge clk)
    if (rst) begin
        Tp <= 0;
        estado <= inicial;
    end
    else begin
        case(estado)
            inicial: begin
                Tp <= 0;             
                if(pb == 1) estado <= db;
            end
            db: begin
                if(pb == 0) estado <= inicial;
                else if(Tp < DEBOUNCE_P) begin
                    estado <= db;
                    Tp <= Tp + 1;
                end
                else estado <= b;
            end
            b: begin
                if (pb == 0) begin
                    estado <= temp;
                    reg_b <= 1;
                end
                else if(Tp > SWITCH_MODE_MIN_T) estado <= a;
                else Tp <= Tp + 1;
            end
            a: begin
                if (pb == 0) begin
                    estado <= temp;
                    reg_a <= 1;
                end
            end
            temp: begin
                estado <= inicial;
            end
            default: estado <= inicial;
        endcase
    end
always_comb begin
    if(rst) begin
        A = 0;
        B = 0;
    end
    else
        case (estado)
            inicial: begin
                A = 0;
                B = 0;
            end
            db: begin
                A = 0;
                B = 0;
            end
            a: begin
                A = reg_a;
                B = 0;
            end
            b: begin
                A = 0;
                B = reg_b;
            end
            temp: begin
                A = reg_a;
                B = reg_b;
            end
            default:  begin
                A = 0;
                B = 0;
            end
        endcase
end
endmodule
```
`design/flow/run.sh`:
```
#!/bin/bash
# OpenROAD 26Q1-2900-gdf79404cd8, Yosys 0.63+post, stock flow scripts
make -C /OpenROAD-flow-scripts/flow DESIGN_CONFIG=/design/flow/config.mk WORK_HOME=/design/flow/orfs finish
```
==> impl_metrics.toml <==
# generated from flow reports
[routing]
wl_per_cell_um = 11.39
drc = 0
num_vias = 1096
firstDrtPassIters = 4
dr.first_iter.drc_count = 135
vias_per_cell = 4.402
drt-total-wl_mm = 2.835
antennaDiodeCount = 0
ant_nets = 0

[floorplan]
fp.dieArea_um2 = 11660
pin_count = 5
fp-utilization = 0.1636
rows = 32
die.size.y_um = 108
core_region_area_um2 = 7647
dieWidth_um = 108

[power_and_ir_drop]
leakage_nw = 0.5589
power_density_nw_per_um2 = 232.0
ir_worst_vdd_mv = 0.1738

[clock_network]
insertion_delay_ps = 260
h-tree-depth = 1
cts_root_buf = "clkbuf_8"
cts_tree = "yes"
hold_buffers = 0
cts_buffers = 3
cts.path.max_buffers = 2
cts.sinks = 21
cts_resized = 0
clkTransAtPathRegs_ps = 80
post_cts_buffers = 0

[timing]
fin_skew_ps = 3.480
period_needed_ps = 3151
slew_violations = 0
max-slew-margin-rel = 0.4528
fmax_mhz = 317.3
setup_viol_count_final = 0
finalHoldViolations = 0
worstMarginPinSlew_ps = 820.8
fin_crit_sh = 0.5946
rsz0062_at_grt = "false"
final.setup.tns_ps = 0

[global_routing]
track_usage = 0.05105
antenna_found_initial = 0
globalRouteOverflowTotal = 0
grt_pass1_vias = 1042
grt_pass1_wl_mm = 5.057
grt_max_degree = 22

[final_layout]
fill_cells = 833
area_growth_syn_to_layout_pct = 14.90
drive_gt1_frac = 0.06803
fin_util = 0.1880
fin_area_um2 = 1438
logic_area_um2 = 666.9
regArea_um2 = 526.8

[yosys]
yosys_area_um2 = 1251
async_flop_share = 1.000
synth-edff-count = 0
yosys-stat-cells = 144
synth_flops = 21
netlist_instances = 144
netlist_area_um2 = 1251
avgSynthCellArea_um2 = 8.689
yosysWarnings = 1
synth.distinct_cells = 42
flop_cell = "dfrtp_1"
yosysSeqAreaShare = 0.4210

[worst_setup_path]
critPathArrivalTime_ps = 2090
cp.required_ps = 4240
path_common_cell = "clkdlybuf4s50_1"
slowest_delay_ps = 480
crit_path_start_kind = "primary input"
crit_chain = "clkdlybuf4s50_1 > nor2_1 > clkdlybuf4s50_1"
path_max_fanout = 3
r2r-start = "Tp[15]"
crit_path_top_delay_cell = "clkdlybuf4s50_1"
crit_type = "primary input to output port"
cp-end-kind = "output port"
worstSetupStartpoint = "rst"

[run]
cap_viol_max_count = 0
warning_count = 26

[placed_design]
placed_area_um2 = 1391
hpwlAfterDp_mm = 2.013
gp_congestion = 0.8794
port_buffers = 4

[min_path]
min_from = "Tp[14]"
min_path_type = "flip-flop to flip-flop"

[run_status]
status = "finished clean"
==> metrics by stage <==
stage / total power, mW / cells / hold WS [ps] / setup WS [ps]
6_report: 0.3336 / 249 / 516.2 / 2149
5_1_grt: 0.3501 / 249 / 537.3 / 2055
4_1_cts: 0.3375 / 249 / 517.3 / 2139
3_5_place_dp: 0.2298 / 245 / 492.5 / 2153
3_3_place_gp: 0.2290 / 245 / 491.2 / 2160
2_1_floorplan: 0.2165 / 144 / 466.3 / 3137
==> metal layers <==
| metal | share of wire | track usage | vias up | wire length (µm) |
|---|---|---|---|---|
| li1 | - | - | 550 | - |
| met1 | 0.47 | 0.07534 | 508 | 1346 |
| met2 | 0.45 | 0.07629 | 38 | 1281 |
| met3 | 0.073 | 0.01446 | 0 | 208 |
| met4 | 0 | 0.002863 | 0 | 0 |
| met5 | 0 | 0 | - | 0 |
==> critical path: cells and delay by family <==
family / cells / cell delay [ps]
and+or+nand+nor: 1 / 120
buffers and inverters: 2 / 920
==> cells by family after synthesis <==
| logic type | synth area share |
|---|---|
| buf+inv | 0.04600 |
| simple gates | 0.2720 |
| flops | 0.4210 |
| compound gates | 0.2330 |
| fa+ha+maj | 0.02000 |
| mux | 0.008000 |
==> area by class of cell <==
cell class / instances / area share
flip-flops and latches: 21 / 0.3664
multi-input cells: 111 / 0.4639
well taps: 102 / 0.08877
inverters: 6 / 0.01567
clock inverters: 1 / 0.003481
clock buffers: 3 / 0.02872
repair buffers: 5 / 0.03307
==> layout by cell type, fill, tap and decap left out, types with 5 or more instances in the layout <==
cell     count
a31oi_1     16
nand2_1     17
inv_1        6
nor2_1      10
nor4_1       9
a21oi_1      5
o21ai_0      6
dfrtp_1     20
nand3_1      9
==> synthesized netlist by cell type, types with 2 or more instances <==
library cell,number,area share
nand3_1,9,0.036
nor4_1,9,0.045
o22a_1,2,0.014
nor2_1,10,0.030
a31oi_1,16,0.080
and3_1,4,0.020
nand2_1,17,0.051
clkbuf_1,3,0.0090
o21ai_0,6,0.024
o211ai_1,2,0.012
and2_1,3,0.015
ha_1,2,0.020
a21oi_1,5,0.020
nand4_1,3,0.015
dfrtp_1,20,0.40
inv_1,6,0.018
nor2b_1,2,0.010
==> sequential cells by signal (all words and copies together) (netlist names) <==
name    count
estado      5
Tp         16
==> report_power, final <==
part           leakage (nW)  total [mW]  internal, mW  switching (mW)
sequential            0.288       0.182         0.170          0.0119
clock                0.0255       0.106        0.0524          0.0539
combinational         0.245      0.0451        0.0180          0.0272
==> path summary, 6_finish.rpt <==
kind	endpoint	slack [ps]	cells after the start
setup / recovery	B	2150	3
hold / removal	Tp[14]	520	1
setup reg to reg	Tp[1]	2610	5
hold reg to reg	Tp[14]	520	1
max in group asynchronous	estado[0]	3850	3
min in group asynchronous	Tp[2]	1180	3
Power figures rest on the tool's default switching activity, not on a simulated workload.
