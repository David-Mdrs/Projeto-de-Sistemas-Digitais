$ cat flow/run.sh
#!/bin/bash
# OpenROAD 26Q1-2900-gdf79404cd8, Yosys 0.63+post, stock flow scripts
make -C /OpenROAD-flow-scripts/flow DESIGN_CONFIG=/design/flow/config.mk WORK_HOME=/design/flow/orfs finish
$ cat flow/design.v
module submodulo_1 (
    input logic clk,
    input logic rst,
    input logic a,
    input logic b,
    input logic c,
    input logic d,
    output logic enable,
    output logic led,
    output logic saida
);
    enum logic [1:0] {LLA, LDA, LDM, LLM} estado;
  always_ff @(posedge rst, posedge clk)
        if (rst) 
            estado <= LDA;
        else begin
            case (estado)
                LDM: begin
                    if (a) estado <= LLA;
                    else if (b) estado <= LLM;
                    else estado <= LDM;
                end
                LLM: begin
                    if (b) estado <= LDM;
                    else if (a) estado <= LLA;
                    else estado <= LLM;
                end
                LDA: begin
                    if (d) estado <= LLA;
                    else if (a) estado <= LDM;
                    else estado <= LDA;
                end
                LLA: begin
                    if (c) estado <= LDA;
                    else if (a) estado <= LDM;
                    else estado <= LLA;
                end
                default: estado <= LDA;
            endcase
        end
    always_comb begin
        led = 0;
        saida = 0;
        enable = 0;
        if (rst) begin
            led = 0;
            saida = 0;
            enable = 0;
        end else begin
            case (estado)
                LLA: begin
                    saida = 1;
                    enable = 1;
                end
                LDM: begin
                    led = 1;
                end
                LLM: begin
                    led = 1;
                    saida = 1;
                end
                LDA: begin
                end
                default: begin
                    led = 0;
                    saida = 0;
                    enable = 0;
                end
            endcase
        end
    end
endmodule
$ cat flow/config.mk
export PLATFORM = sky130hd
export DESIGN_NAME = submodulo_1
export DESIGN_NICKNAME = submodulo_1
export VERILOG_FILES = /design/flow/design.v
export SDC_FILE = /design/flow/constraint.sdc
export NUM_CORES = 4
export LEC_CHECK = 1
export CORE_AREA = 10 10 70 70
export DIE_AREA = 0 0 80 80
$ cat flow/constraint.sdc
current_design submodulo_1

set clk_period 1.8
set clk_io_pct 0.2

create_clock -name clk0 -period $clk_period [get_ports {clk}]

set non_clock_inputs [all_inputs -no_clocks]
set_input_delay [expr $clk_period * $clk_io_pct] -clock clk0 $non_clock_inputs
set_output_delay [expr $clk_period * $clk_io_pct] -clock clk0 [all_outputs]
==> notes.md <==
Results of the run.

The floorplan utilization is 5.75%. According to the floorplan report, the die width is 80 µm. The report puts the cell count of the worst reg-to-reg path at 3. The highest clock frequency the design can meet is 583 MHz. The flow ran to the end, and the final reports show no timing, DRC or antenna violations. The root buffer cell chosen for the clock tree is clkbuf_4. The power per standard cell area is 877 nW/µm². The DRC violation total left in the routed layout is recorded as 0. The clock network latency to the later pin of the worst-skew pair is 240 ps. The number of antenna violations at the first check in global routing came to 1. The met1 track demand over resource is 2.94%. The global placer's final weighted congestion is 0.717. The total number of H-tree levels is 1.

The report counts max-capacitance violations totalling 0. The fraction of the cycle the final worst path needs is 95.3%. The via density per instance is 2.58. The worst VDD IR drop from the latest analysis is 205 µV.

The largest net degree at the start of global routing is 7. The number of hold buffers added after cts is 0. The worst flop-to-flop path endpoint is estado[2].

Sequential elements use 51.6% of the synthesized area. The non-filler instance count after layout is 80. The met2 demand-to-capacity share in global routing is 2.41%. The largest register by flop count is estado.

Yosys reported a register bit count of 4. Subtracting the final worst setup slack from the clock period gives 1720 ps. Setup repair after global routing left no endpoint under its margin.

The count of cell types in the netlist is 16. The global-route layer with the greatest usage is met3. The required time at the worst endpoint is listed as 1440 ps. The placeable core area is 3420 µm². The vertical die dimension reported for this design is 80 µm. STA classifies the critical path endpoint as an output pin.

The antenna violation net count after detailed routing is 0. The first routing iteration left 14 violations. The area of the mapped netlist is 196 µm². The number of warning messages in the yosys log is 1. The chip area in the Yosys report is 196 µm². The leakage power figure is 0.135 nW.

Grouping stages by cell kind, the critical path spends the most delay in buffers and inverters. The worst hold path class is input port to asynchronous set/reset pin. The flip-flop count of the largest register after layout is 4. The highest fanout seen on the critical path is 5. In the final run the clock tree shows a worst skew of 3.96 ps.

met3 track demand over resource after global routing is 4.09%. The critical path arrival is 1360 ps. The post-route netlist has 21.2% of its cells at a drive strength greater than 1.

The final hold violation count is 0. Per the finish-stage timing summary, setup violations number 0. The via count of the first global-routing pass came to 231. The share of the core filled with cells in the final layout is 11.2%. The post-layout total power is 0.335 mW.

The floorplan has 21 rows. The gate count of the mapped netlist is 21. The total clock sinks is 4. TritonCTS built the clock tree. The share of synthesized area in the top cell type comes to 38.2%.

For the final routed database, the setup TNS stands at 0 ps. The detailed placement HPWL is 547 µm. The registers reported with the highest flop counts are estado (4). The number of placed instances, taps included is 76.

In this run the full chip footprint comes out at 6400 µm². The maximum clock path buffer count is 2. A synthesized cell averages 9.35 µm². The combined global-route utilization of all metal layers is 2.57%.

The transition time at the pin with the least slew margin is 264 ps. The post-synthesis cell type with the largest combined area is dfrtp_1. The final wirelength is 699 µm. The critical path is of the flop to output pin type. The number of pins with negative max-slew slack in the final report is 0. The global-route congestion overflow total is 0. The tally of OpenROAD warnings is 25.

Per the TritonCTS log, the buffer count is 3. The worst-case headroom to the max-slew limit is 82.2%. The worst setup path is launched from a flop. The vias after detailed routing is 206. The clock transition at the registers of the reported paths is 40 ps. The largest individual stage delay along the critical path comes from the cell clkdlybuf4s50_1.

The largest stage delay on the critical path is 490 ps. The critical register-to-register path startpoint is estado[0]. The number of buffers and inverters on the critical path is 1. After synthesis, the design contains 21 cells according to Yosys. The first-pass GRT wire length is 1.21 mm. By area the synthesized netlist is led by dfrtp_1 (38%), dfstp_2 (13%), a221o_1 (5.1%). The area overhead of the layout relative to synthesis is 94.3%. The register-to-register path setup slack is 740 ps. The detail-routed net length per standard cell is 8.74 µm. As logged by OpenROAD, the buffers inserted on ports number 8. The number of top-level pins is 9. Per STA, the worst path is made up of nor3_2 -> clkdlybuf4s50_1. The number of search-and-repair iterations in the first detailed-routing pass is 2.
worst max path at each step:
stage / startpoint / endpoint / cells past startpoint
4_1_cts: estado[2] / saida / 2
5_1_grt: estado[0] / led / 2
6_report: estado[2] / saida / 2
repair_timing:
action / CTS / global route
setup buffers: 0 / 0
gates resized: 6 / 0
setup endpoints to repair: 3 / 0
stage by stage:
| stage | worst slack [ps] | hold WS (ps) | area (µm²) |
|---|---|---|---|
| after floorplan | 858 | 125 | 196 |
| after global placement | -346 | 491 | 342 |
| after detailed placement | -329 | 514 | 342 |
| after CTS | 47.7 | 214 | 379 |
| after global routing | 2.87 | 252 | 382 |
| final | 84.2 | 211 | 382 |
logic make-up (layout without fill, tap and decap cells):
logic type / count (synthesis) / after routing / synth area share, %
AOI/OAI and AO/OA: 6 / 6 / 21.7
buffers and inverters: 3 / 15 / 5.73
DFF: 4 / 4 / 51.6
other: 0 / 1 / 0
and+or+nand+nor: 8 / 8 / 21.0
Yosys cell counts, drive strengths merged:
cell type / count
dfrtp: 3
inv: 3
nand2: 2
nor3: 2
a21oi: 1
a221o: 1
dfstp: 1
nor2: 1
nor2b: 1
nor3b: 1
nor4: 1
o21ai: 1
o22ai: 1
o311ai: 1
o31ai: 1
layer usage:
metal | part of all wire (%) | routed length (µm)
met5 | 0 | 0
met4 | 0 | 0
met3 | 29 | 203
met2 | 28 | 195
met1 | 43 | 300
worst reg2reg max path, stage by stage, from the launching register on:
cell and delay, ps:
dfstp_2 600, inv_2 60, o22ai_1 170, a221o_1 170
area by class of cell:
type                       count  area (µm²)
inverter                       3        11.3
clock buffer                   4        26.3
sequential                     4         101
tap                           46        57.6
antenna                        1        2.50
fill                         395        3030
multi-input combinational     14         104
timing repair buffer           8        78.8
where the power goes:
| group | internal, mW | switching, mW | total, mW |
|---|---|---|---|
| logic | 0.0529 | 0.0292 | 0.0821 |
| clock network | 0.0834 | 0.0404 | 0.124 |
| registers | 0.107 | 0.0214 | 0.129 |
layout by cell type, fill, tap and decap left out, drive strengths merged, types with 2 or more instances in the layout:
cell type	n
inv	3
nand2	2
dfrtp	3
clkbuf	4
clkdlybuf4s50	6
nor3	2
Power and IR drop assume default switching activity.
