--- ./design.v ---
module submodulo_3 #(parameter AUTO_SHUTDOWN_T = 30000)
(
    input  logic clk,
    input  logic rst,
    input  logic infravermelho,
    input  logic enable,
    output logic C
);
logic [15:0] Tc;
enum logic [2:0] {inicial, contando, temp} estado;
always_ff @(posedge clk or posedge rst) begin
    if (rst) begin
        Tc     <= 0;
        estado <= inicial;
    end
    else begin
        case (estado)
            inicial: begin
                Tc <= 0;
                if (!infravermelho && enable)
                    estado <= contando;
            end
            contando: begin
                if (Tc < AUTO_SHUTDOWN_T) begin
                    Tc <= Tc + 1;
                end
                else begin
                    Tc <= 0;
                    if (infravermelho || !enable)
                        estado <= inicial;
                    else
                        estado <= temp;
                end
            end
            temp: estado <= inicial;
            default: estado <= inicial;
        endcase
    end
end
always_comb begin
    if (rst) C = 0;
    else begin
        case (estado)
            inicial:   C = 0;
            contando:  C = 0;
            temp:      C = 1;
            default:   C = 0;
        endcase
    end
end
endmodule
--- ./run.sh ---
#!/bin/bash
# OpenROAD 26Q1-2900-gdf79404cd8, Yosys 0.63+post, stock flow scripts
make -C /OpenROAD-flow-scripts/flow DESIGN_CONFIG=/design/flow/config.mk WORK_HOME=/design/flow/orfs finish
--- ./config.mk ---
export PLATFORM = sky130hd
export DESIGN_NAME = submodulo_3
export DESIGN_NICKNAME = submodulo_3
export VERILOG_FILES = /design/flow/design.v
export SDC_FILE = /design/flow/constraint.sdc
export NUM_CORES = 4
export LEC_CHECK = 1
export CORE_AREA = 10 10 86 86
export DIE_AREA = 0 0 96 96
--- ./constraint.sdc ---
current_design submodulo_3

set clk_period 2.8
set clk_io_pct 0.2

create_clock -name clk0 -period $clk_period [get_ports {clk}]

set non_clock_inputs [all_inputs -no_clocks]
set_input_delay [expr $clk_period * $clk_io_pct] -clock clk0 $non_clock_inputs
set_output_delay [expr $clk_period * $clk_io_pct] -clock clk0 [all_outputs]
==> Changelog: implementation <==
## Implementation

* Result of the run: finished clean
* Peak clock frequency supported by timing at 473 MHz
* Number of core rows at 27
* Clock tree from TritonCTS: built
* DP HPWL at 1700 um
* Floorplan-stage core utilization at 21.1%
* Adder-cell share of the synthesized area at 1.07%
* Required @ worst endpoint at 2240 ps
* Worst endpoint data arrival time at 1550 ps
* Number of unique standard cell types used by synthesis at 35
* Power per cell area at 361 nW/um^2
* Buffers from clock root to sink, at most at 2
* Kind of critical path: in2out
* Time the worst path needs with I/O delays and setup at 2110 ps
* Via count of the first global-routing pass at 980
* Max Slew Vio Count at 0
* XOR/XNOR share of the synthesized area at 0.748%
* Switching Share at 20.8%
* Share of the yosys chip area belonging to registers at 40.7%
* Final WS setup at 685 ps
* Routed length per placed instance at 12.2 um
* Placement-stage worst setup slack at 663 ps
* CTS clk-pin slew, worst paths at 70 ps
* Number of OpenROAD warnings at 25
* Unrepaired setup endpoints after global routing: no
* CTS Sinks at 19
* Remaining global-route overflow at 0
* Netlist Area Pre-Place at 1170 um^2
* Worst setup startpoint: rst
* Share of post-route cells with drive strength above 1 at 8.27%
* Dominant comb cell: AND-OR/OR-AND gates
* Antenna Nets Post-Route at 0
* Mean area per synthesized cell at 8.87 um^2
* Basic Gates by Area at 24.0%
* Fin crit share at 75.5%
* Net Switching at 99.4 uW
* Resize count post-CTS at 0
* 1st-pass router iterations at 4
* Total antenna diodes in the routed design at 0
* Via density per instance at 4.87
* Area added between synthesis and finish at 12.8%
* Core outline area at 5540 um^2
* Die x size at 96 um
* Total of warnings raised by yosys at 1
* Setup Fix Bufs, Post-CTS at 0
* Final setup violation count at 0
* Number of CTS-inserted buffers at 3
* Sequential Power Share at 57.5%
* Number of fill cells at 620
* Hold violation total from the final report at 0
* Worst VDD drop at 0.000372 V
* Number of cells produced by synthesis at 132
* Wire length of the first global-routing pass at 4690 um
* Synth async-reset ratio at 100%
* Ports at 5
* Top FF cell, synth: sky130_fd_sc_hd__dfrtp_1
* Combinational Power Share at 2.2%
* Final TNS setup at 0 ps
* Clock power frac at 40.2%
* Chip Footprint at 9220 um^2
* Vert. Die Dim at 96 um
* AND-OR/OR-AND Cells, Area Fraction at 26.1%
* Clock insertion delay at the later pin of the skew report at 260 ps
* Static Leak at 0.502 nW
* Rel. slew slack at 41.5%
* Register area at 477 um^2
* Port Buffer Count at 4
* Proportion of synthesized area in mux cells at 0%
* Count of instantiated cells in the yosys netlist at 132
* Int Power at 377 uW
* Clock skew after layout at 2.90 ps
* Via Count at 998
* Post-synth regs at 19
* Class of the worst hold path: reg2reg
* Number of max-capacitance violations reported at 0
* Maximum number of pins on one net before global-route repair at 22
* Yosys Chip Area at 1170 um^2
* Number of design-rule violations left by the first detailed-router iteration at 61
* Reg2reg start: estado[2]
* Routability congestion estimate from global placement at 0.843
* Post-synth EDFFs at 0
* Cell at the root of the clock tree: sky130_fd_sc_hd__clkbuf_8
* Number of antenna violations at the first check in global routing at 0
* Startpoint type of the worst setup path: input port
* Area used by multi-input combinational logic at 608 um^2
* Largest fanout on the critical path at 2
* CP Capture Type: primary output
* Number of buffers added to fix hold violations after cts at 0
* Hold path startpoint: estado[1]
* Drt total wl at 2510 um
* H-tree depth at 1
* Worst Max-Slew Pin Slew at 875 ps
* Overall fraction of global-route tracks in use at 6.01%
* Residual DRC at 0
==> sequential cells by signal, summed over array words and instances, names as in the netlist <==
| name | flops |
|---|---|
| Tc | 16 |
| estado | 3 |
==> through the flow <==
| step | power [mW] | hold slack (ps) | cell area, um^2 | utilization, % | instances |
|---|---|---|---|---|---|
| after floorplan | 0.285 | 421 | 1170 | - | 132 |
| after global placement | 0.291 | 456 | 1270 | 23.0 | 201 |
| after detailed placement | 0.291 | 443 | 1270 | 23.0 | 201 |
| after CTS | 0.486 | 471 | 1320 | 23.8 | 205 |
| after global routing | 0.500 | 490 | 1320 | 23.8 | 205 |
| final | 0.477 | 465 | 1320 | 23.8 | 205 |
==> cell type report <==
type	instances	share of cell area (%)
multi-input combinational	93	46.0
sequential	19	36.1
tap	72	6.82
timing repair buffer	7	4.73
clock buffer	3	3.12
inverter	10	2.84
clock inverter	1	0.379
==> power groups by stage <==
stage	registers [mW]	clock network, mW	logic [mW]
4_1_cts	0.274	0.201	0.0110
5_1_grt	0.274	0.214	0.0123
6_report	0.274	0.192	0.0106
==> worst max-delay path, cell delays in order <==
cell and delay (ps):
sky130_fd_sc_hd__clkdlybuf4s50_1 410, sky130_fd_sc_hd__nor2b_1 110, sky130_fd_sc_hd__clkdlybuf4s50_1 470
==> cell families (layout without fill, tap and decap cells) <==
group                    count (synthesis)  in the layout
buffers and inverters                   20             21
AND/OR/NAND/NOR                         53             53
XOR/XNOR                                 1              1
AND-OR/OR-AND                           38             38
flip-flops                              19             19
adder cells (fa/ha/maj)                  1              1
==> cells in the mapped netlist, drive strengths merged (4+ instances only) <==
| library cell | count | share of area [%] |
|---|---|---|
| dfrtp | 18 | 38 |
| nand2 | 18 | 6.0 |
| o2111ai | 11 | 8.2 |
| inv | 10 | 3.2 |
| o211ai | 7 | 4.9 |
| nand3 | 6 | 2.6 |
| o21ai | 6 | 2.6 |
| buf | 5 | 2.6 |
| clkbuf | 5 | 1.6 |
| nor2 | 5 | 1.6 |
| o221ai | 4 | 3.0 |
==> metal layers <==
layer	vias to the layer above	wire length, um	track usage (%)	part of all wire [%]
li1	503	-	-	-
met1	473	1330	9.01	53
met2	20	1070	8.86	42
met3	2	112	1.57	4.5
met4	0	4	0.491	0.16
met5	-	0	0	0
==> worst paths after layout <==
check / endpoint / depth (start not counted) / slack [ps]
worst max-delay path: C / 3 / 690
worst min-delay path: estado[0] / 1 / 470
worst max register to register: Tc[14] / 3 / 810
worst min register to register: estado[0] / 1 / 470
max in group asynchronous: Tc[11] / 2 / 1570
min in group asynchronous: Tc[9] / 2 / 760
==> placed cells by master (no fill, tap or decap) <==
cell	instances
sky130_fd_sc_hd__xor2_1	1
sky130_fd_sc_hd__nor2_1	5
sky130_fd_sc_hd__clkdlybuf4s50_1	4
sky130_fd_sc_hd__o2111ai_1	11
sky130_fd_sc_hd__nand2b_1	2
sky130_fd_sc_hd__dfstp_2	1
sky130_fd_sc_hd__buf_4	3
sky130_fd_sc_hd__nand3_1	6
sky130_fd_sc_hd__nor4bb_1	1
sky130_fd_sc_hd__nand2_2	1
sky130_fd_sc_hd__o21ai_1	1
sky130_fd_sc_hd__nor2b_1	3
sky130_fd_sc_hd__or4_1	3
sky130_fd_sc_hd__a41oi_2	1
sky130_fd_sc_hd__a31oi_1	1
sky130_fd_sc_hd__and4_1	3
sky130_fd_sc_hd__o211ai_1	6
sky130_fd_sc_hd__dfrtp_1	18
sky130_fd_sc_hd__nand4_1	3
sky130_fd_sc_hd__inv_1	10
sky130_fd_sc_hd__o31a_1	1
sky130_fd_sc_hd__nand2_1	17
sky130_fd_sc_hd__o211ai_2	1
sky130_fd_sc_hd__nor3_1	2
sky130_fd_sc_hd__a21o_1	1
sky130_fd_sc_hd__ha_1	1
sky130_fd_sc_hd__and2_1	3
sky130_fd_sc_hd__a22oi_1	3
sky130_fd_sc_hd__clkinv_2	1
sky130_fd_sc_hd__a211o_1	2
sky130_fd_sc_hd__o221ai_1	4
sky130_fd_sc_hd__o21ai_0	5
sky130_fd_sc_hd__and3_1	1
sky130_fd_sc_hd__nor4_1	3
sky130_fd_sc_hd__o21a_1	1
sky130_fd_sc_hd__clkbuf_8	3
Power figures rest on the tool's default switching activity, not on a simulated workload.
